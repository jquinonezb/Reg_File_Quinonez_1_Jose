File: flow/config.mk
export PLATFORM = sky130hd
export DESIGN_NAME = Register
export DESIGN_NICKNAME = Register
export VERILOG_FILES = /design/flow/design.v
export SDC_FILE = /design/flow/constraint.sdc
export NUM_CORES = 4
export LEC_CHECK = 1
export CORE_UTILIZATION = 30
File: flow/constraint.sdc
current_design Register

set clk_period 1.5
set clk_io_pct 0.2

create_clock -name clk0 -period $clk_period [get_ports {clk}]

set non_clock_inputs [all_inputs -no_clocks]
set_input_delay [expr $clk_period * $clk_io_pct] -clock clk0 $non_clock_inputs
set_output_delay [expr $clk_period * $clk_io_pct] -clock clk0 [all_outputs]
File: flow/design.v
 module FF
 #(
	parameter WIDTH = 32
)
(
	input			[WIDTH-1:0] D, 
	input 		clk,
	input			reset,
	input 		enable,
	output		[WIDTH-1:0] Q
);
	reg [WIDTH-1:0] data;
	always @(posedge clk or negedge reset) 
	begin
      if (!reset)
         data <= 0;
      else
			if(enable)
         data <= D;
   end 
	assign Q = data;	
endmodule 
module Register
#( 
	parameter WIDTH = 32
)
(
	input [WIDTH-1:0] Rd,
	input clk, reset,
	input enable,
	output [WIDTH-1:0] Q1 
);
FF Reg_N (.D(Rd), .reset(reset), .clk(clk), .Q(Q1), .enable(enable));
endmodule 
File: flow/run.sh
#!/bin/bash
# OpenROAD 26Q1-2900-gdf79404cd8, Yosys 0.63+post, stock flow scripts
make -C /OpenROAD-flow-scripts/flow DESIGN_CONFIG=/design/flow/config.mk WORK_HOME=/design/flow/orfs finish
==> metrics.cfg <==
[power]
p_leak_nw = 0.9506
switching_share_pct = 19.77
peakVddDrop_uv = 472.3
power_density_nw_per_um2 = 980.3
p_sw_mw = 0.4114
pwr-share-comb_pct = 20.4
p_clk_share_pct = 31.5
p_int_mw = 1.669
seqPwrFrac_pct = 48.1

[logic_synthesis]
ys_cells = 68
synthMostInstantiatedCell = dfrtp_1
synthTopCellsByCount = dfrtp_1, mux2_4, buf_12
ys_types = 5
synth_seq_share_pct = 59.53
top_area_share_pct = 59.53
ys.flops = 32
largest_area_cell = dfrtp_1
syn-cell-area_um2 = 1345
synthArstFlopShare_pct = 100.0
avgSynthCellArea_um2 = 19.78
flop_cell = dfrtp_1
synth-edff-count = 0
synth_cells = 68
yosys_area_um2 = 1345
area_leaders = dfrtp_1, mux2_4, buf_12
ys.warnings.count = 1

[timing]
setup_viol = 0
fin_worst_skew_ps = 0
hold_ws_ps = 385.5
timing.fmax_mhz = 707.1
report.final.hold_viol_count = 0
maxSlewHeadroom_pct = 83.98
rsz0062_at_grt = no
fin_crit_sh_pct = 94.28
worst_slack_ps = 85.76
setup_tns_ps = 0
worstMarginPinSlew_ps = 240.3
slew_violations = 0
fin_crit_ps = 1414

[route]
num_vias = 782
totalWireLength_um = 2404
dr.first_iter.drc_count = 33
wl_per_cell_um = 12.65
antennaDiodeCount = 0
drt_pass1_iterations = 2
via_per_inst = 4.116
route.detailed.drc = 0
postRouteAntennaNets = 0

[place]
dp_cells = 182
io_buffer_count = 66
gp_congestion = 0.6937
place_ws_ps = 357.7

[setup_path]
criticalPathCategory = flip-flop to output port
path_buffers = 1
cp.arrival_ps = 1110
max_stage_delay_ps = 470
cp_max_fo = 2
path_cells = clkdlybuf4s50_1
crit_path_end_kind = output port
cp_top_family = buffers and inverters
slowest_stage = clkdlybuf4s50_1
crit_required_ps = 1200
start_kind = flip-flop

[outcome]
status = completed

[clocking]
post_cts_resized = 0
clock_path_buffers = 2
htreeDepth = 2
numClockSinks = 32
clock-root-buffer = clkbuf_8
cts_tree = built
numCtsBuffers = 5
postCtsHoldBufs = 0
clk_latency_ps = 270
cts.clk_slew.worst_paths_ps = 60
post_cts_buffers = 0

[floorplan]
die_x_um = 68.96
rows = 23
initCoreUtil_pct = 32.46
dieArea_um2 = 4755
ios = 67
die_h_um = 68.96
core_area_um2 = 4144

[flow_run]
drv_cap = 0
warnings = 25

[global_routing]
use_met1_pct = 16.19
grt.overflow.total = 0
use_met3_pct = 5.333
grt_max_degree = 33
antenna_found_initial = 0
grt_most_used_layer = met2
grt_pass1_wl_um = 3829
met2_usage_pct = 16.50
first_global_vias = 848
track_usage_pct = 11.34

[layout]
largest_register_ff_count = 32
fillCellCount = 340
top_regs = Reg_N.data x32
top_register = Reg_N.data
finish.utilization_pct = 51.21
syn_to_final_growth_pct = 57.77
drive_above_1_share_pct = 29.29
finalNonFillerCells = 190

[hold_path]
hold_path_class = input port to asynchronous set/reset pin

[power by group through the flow]
stage | clock network (mW) | registers (mW) | logic (mW)
4_1_cts | 0.684 | 1.00 | 0.432
5_1_grt | 0.732 | 1.01 | 0.461
6_report | 0.656 | 1.00 | 0.424
[kinds of logic after synthesis]
group,count (synthesis),share of synthesized area [%]
muxes,32,35.16
DFF,32,59.54
buffers and inverters,4,5.302
[metal layers]
| metal | routed length [µm] | share of wire [%] |
|---|---|---|
| met4 | 30 | 1.2 |
| met1 | 1163 | 48 |
| met2 | 956 | 40 |
| met3 | 254 | 11 |
| met5 | 0 | 0 |
[cell type report]
cell class                 instances  area, µm²  area share, %
sequential                        32      800.8          37.74
timing repair buffer              68      695.7          32.78
multi-input combinational         32      473.0          22.29
clock buffer                       8      90.09          4.245
tap                               50      62.56          2.948
[cells in the final DEF, fill, tap and decap left out, drive strengths merged]
| cell | n |
|---|---|
| clkdlybuf4s50 | 65 |
| dfrtp | 32 |
| mux2 | 32 |
| clkbuf | 8 |
| buf | 3 |
[path summary, 6_finish.rpt]
path	startpoint	endpoint	slack [ps]	cells past startpoint
worst max-delay path	Reg_N.data[9]	Q1[9]	90	1
worst min-delay path	reset	Reg_N.data[7]	390	2
worst max register to register	Reg_N.data[9]	Reg_N.data[9]	720	1
worst min register to register	Reg_N.data[15]	Reg_N.data[15]	510	1
max in group asynchronous	reset	Reg_N.data[20]	950	2
min in group clk0	Reg_N.data[15]	Reg_N.data[15]	510	1
[stage by stage]
step                cell area [µm²]  power (mW)
floorplan                      1345       1.158
global placement               2032       1.443
detailed placement             2032       1.443
CTS                            2122       2.117
global route                   2122       2.205
finish                         2122       2.080
No activity file was given, so power comes from the tool's default toggle rates.
